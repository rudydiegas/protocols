$ cat design/flow/config.mk
export PLATFORM = sky130hd
export DESIGN_NAME = ChipInterface
export DESIGN_NICKNAME = ChipInterface
export VERILOG_FILES = /design/flow/design.v
export SDC_FILE = /design/flow/constraint.sdc
export NUM_CORES = 4
export LEC_CHECK = 1
export CORE_AREA = 10 10 103 103
export DIE_AREA = 0 0 113 113
$ cat design/flow/run.sh
#!/bin/bash
# OpenROAD 26Q1-2900-gdf79404cd8, Yosys 0.63+post, stock flow scripts
make -C /OpenROAD-flow-scripts/flow DESIGN_CONFIG=/design/flow/config.mk WORK_HOME=/design/flow/orfs finish
$ cat design/flow/constraint.sdc
current_design ChipInterface

set clk_period 2.4
set clk_io_pct 0.2

create_clock -name clk0 -period $clk_period [get_ports {clk_25mhz}]

set non_clock_inputs [all_inputs -no_clocks]
set_input_delay [expr $clk_period * $clk_io_pct] -clock clk0 $non_clock_inputs
set_output_delay [expr $clk_period * $clk_io_pct] -clock clk0 [all_outputs]
$ cat design/flow/design.v
`default_nettype none
module UART_RX #(
  parameter CLK_FREQ  = 25_000_000,
  parameter BAUD_RATE = 115_200,
  parameter DATA_BITS = 8
  ) (
  input  logic clk,
  input  logic rst_n,
  input  logic serial,
  output logic error,
  output logic data_valid,
  output logic [DATA_BITS-1:0] data
);
  localparam CYCLES_PER_BIT = CLK_FREQ / BAUD_RATE;
  localparam CYCLE_CNT_SIZE = $clog2(CYCLES_PER_BIT);
  localparam DATA_IND_SIZE = $clog2(DATA_BITS);
    enum logic [1:0] {IDLE,
                      START,
                      DATA,
                      STOP} state;
  logic [CYCLE_CNT_SIZE-1:0] cycle_cnt;
  logic [DATA_IND_SIZE-1:0] data_ind;
  logic sample;
  logic full_bit;
  logic data_done;
  assign sample = cycle_cnt == (CYCLES_PER_BIT / 2);
  assign full_bit = cycle_cnt == CYCLES_PER_BIT;
  assign data_done = data_ind == (DATA_BITS - 1);
  always_ff @(posedge clk) begin
    if (~rst_n)
      error <= '0;
    else if ((state == IDLE) & ~serial)
      error <= '0;
    else if ((state == START) & sample & serial)
      error <= 1'b1;
    else if ((state == STOP) & sample & ~serial)
      error <= 1'b1;
  end
  always_ff @(posedge clk) begin
    if (~rst_n)
      data_valid <= '0;
    else if ((state == IDLE) & ~serial)
      data_valid <= '0;
      else if ((state == STOP) & full_bit)
        data_valid <= 1'b1;
  end
  always_ff @(posedge clk) begin
    if (~rst_n)
      cycle_cnt <= '0;
    else if ((state == IDLE) | full_bit)
      cycle_cnt <= '0;
    else
      cycle_cnt <= cycle_cnt + 1'b1;
  end
  always_ff @(posedge clk) begin
    if (~rst_n)
      data_ind <= '0;
    else if (state == IDLE)
      data_ind <= '0;
    else if ((state == DATA) & full_bit)
      data_ind <= data_ind + 1'b1;
  end
  always_ff @(posedge clk) begin
    if (~rst_n)
      data <= '0;
    else if ((state == DATA) & sample)
      data[data_ind] <= serial;
  end
  always_ff @(posedge clk) begin
    if (~rst_n)
      state <= IDLE;
    case (state)
      IDLE: begin
        state <= (~serial) ? START : IDLE;
      end
      START: begin
        if (error)
          state <= IDLE;
        else if (full_bit)
          state <= DATA;
        else
          state <= START;
      end
      DATA: begin
          state <= (data_done & full_bit) ? STOP : DATA;
      end
      STOP: begin
          if (error)
            state <= IDLE;
          else if (full_bit)
            state <= IDLE;
          else
            state <= STOP;
      end
      default: begin
        state <= IDLE;
      end
    endcase
  end
endmodule : UART_RX
`default_nettype none
module ChipInterface (
  input  logic clk_25mhz,
  input  logic ftdi_txd,
  input  logic [6:0] btn,
  output logic [27:0] gp,
  output logic [27:0] gn,
  output logic ftdi_rxd,
  output logic [7:0] led
);
  logic rst_n;
  logic clk;
  logic data_valid;
  logic error;
  logic [7:0] data;
  assign rst_n = ~btn[5];
  assign clk = clk_25mhz;
  assign gp[27] = ftdi_txd;
  always_ff @(posedge clk) begin
    if (~rst_n)
      led <= '0;
    else if (data_valid)
      led <= data;
    else if (error)
      led <= 8'h55;
  end
  UART_RX #(
    .CLK_FREQ(25_000_000),
    .BAUD_RATE(115_200),
    .DATA_BITS(5)
  ) DUT (
    .clk,
    .rst_n,
    .serial(ftdi_txd),
    .error,
    .data_valid,
    .data
  );
endmodule : ChipInterface
==> results.toml <==
# yosys + openroad results
[grt]
grt-ovfl-total = 0
grt_max_degree = 16
grt_pass1_vias = 1074
grt_usage_pct = 4.43
grt_pass1_wl_mm = 5.00
antenna_found_initial = 0

[final_timing]
min_period_ps = 2100
fmaxAchievable_ghz = 0.477
clock_skew_ps = 6.44
finalCritPeriodShare_pct = 87.4
setup_viol = 0
rsz0062_at_grt = "no"
final_hold_viol_count = 0
tns_ps = 0
slew_viol_final = 0

[floorplanning]
die_w_um = 113
rows = 33
fp_util_pct = 20.5
die_h_um = 113
io_pins = 74
core-area_mm2 = 0.00830
die-area_mm2 = 0.0128

[power_and_ir_drop]
irDropWorstVdd_mv = 0.256
p_leak_nw = 0.736
combPwrFrac_pct = 5.5
p_sw_share_pct = 20.5
p_sw_mw = 0.175
pwr-share-seq_pct = 52.2
p_int_mw = 0.679
p_per_area_mw_per_mm2 = 486
power_frac_clock_pct = 42.3

[setup_path]
critPathMaxStageDelay_ps = 510
reg2reg_slack_ps = 300
cp_max_fo = 9
arrival_ps = 2270
cp-end-kind = "flip-flop"
worst_setup_path_start_kind = "flip-flop"
ff2ff_path_depth = 7
slowest_stage = "dfxtp_1"
worstPathRequired_ps = 2570
critical_path_class = "flip-flop to flip-flop"
regToRegEndpoint = "DUT.data[1]"
timing.rr.start = "DUT.data_ind[0]"
timing.critical_path.mode_cell = "ha_1"
worstPathCellList = "inv_1, ha_1, ha_1, nor3b_1, and3_1, a21oi_1, a41o_1"

[logic_synthesis]
yosysSeqAreaShare_pct = 30.6
synth_area_per_cell_um2 = 8.21
synth-seq-cells = 26
netlist_area_mm2 = 0.00170
ys_cells = 207
synth_cell_types = 39
yosys_area_mm2 = 0.00170
yosys_warnings = 59
netlist_instances = 207

[routing]
wl_mm = 3.16
ant_nets = 0
diodes = 0
wl_per_cell_um = 9.93
topRoutingLayerUsed = "met3"
vias = 1147
dr_wl_met3_um = 178
drtPass1Iterations = 4
vias_per_cell = 3.61
dr.first_iter.drc_count = 45
wl_met2_mm = 1.50
met1_length_mm = 1.48
drc = 0

[finish]
drive_above_1_share_pct = 4.69
finalNonFillerCells = 318
final_util_pct = 21.2
layout_top_cell = "conb_1"
area_growth_pct = 3.24
mostFrequentLayoutCells = "conb_1 (58), nor2_1 (27), dfxtp_1 (26)"

[clocking]
cts_hold_buf = 0
h-tree-depth = 1
clk_pin_slew_worst_paths_ps = 90
cts_tree = "built"
cts_setup_buffers = 0
clockBufferDepth = 2
worstSkewPairLatency_ps = 270
numCtsBuffers = 3
cts_resized = 0
cts.sinks = 26
cts-root-buf = "clkbuf_8"

[placement]
port_buffers = 9
dp.cells = 314
dpl.hpwl_mm = 2.53
routabilityCongestion = 0.818

[job]
maxCapViolCount = 0
tool_warnings = 36

[min_path]
hp-class = "flip-flop to flip-flop"
min_to = "DUT.data[4]"
whs_path_depth = 2
hold_start = "DUT.data[4]"

[run_status]
status = "completed"
[through the flow]
step                hold WS, ps  cell area, um^2  power, mW  setup slack [ps]
floorplan                   439             1910      0.548               447
global placement            464             1680      0.506               374
detailed placement          468             1680      0.505               358
CTS                         486             1760      0.868               331
global route                503             1760      0.891               131
finish                      483             1760      0.854               302
[Yosys cell counts]
cell | n | share of area (%)
buf_4 | 59 | 26
nor2_1 | 27 | 6.0
dfxtp_1 | 26 | 31
a21oi_1 | 9 | 2.6
ha_1 | 8 | 5.9
inv_1 | 8 | 1.8
clkbuf_1 | 7 | 1.5
nand3_1 | 6 | 1.8
nand2_1 | 5 | 1.1
a31oi_1 | 4 | 1.5
nand2b_1 | 4 | 1.5
nor3_1 | 4 | 1.2
nor3b_1 | 4 | 1.8
xnor2_1 | 4 | 2.1
o31ai_1 | 3 | 1.3
and3_1 | 2 | 0.74
nand4b_1 | 2 | 1.0
nor2b_1 | 2 | 0.74
or4_1 | 2 | 0.88
xor2_1 | 2 | 1.0
a211o_1 | 1 | 0.52
a211oi_1 | 1 | 0.44
a41o_1 | 1 | 0.59
and2_1 | 1 | 0.37
and4_1 | 1 | 0.52
buf_2 | 1 | 0.29
conb_1 | 1 | 0.22
mux2_2 | 1 | 0.66
nand4_1 | 1 | 0.37
nand4_2 | 1 | 0.74
o211ai_1 | 1 | 0.44
o21ai_0 | 1 | 0.29
o22ai_1 | 1 | 0.37
o311ai_0 | 1 | 0.52
o31a_1 | 1 | 0.52
o41ai_1 | 1 | 0.52
or3_1 | 1 | 0.37
or3_4 | 1 | 0.66
or4b_1 | 1 | 0.59
[routing by layer]
metal | global-route usage [%] | vias to the layer above
met5 | 0 | -
met4 | 0 | 0
met3 | 1.55 | 0
met2 | 7.37 | 37
met1 | 5.75 | 524
li1 | - | 586
[critical path: cells and delay by family, from the launching register on]
| kind | cells | cell delay (ps) |
|---|---|---|
| DFF | 1 | 510 |
| buffers and inverters | 1 | 130 |
| adders and majority gates | 2 | 510 |
| and+or+nand+nor | 2 | 560 |
| AOI/OAI and AO/OA | 2 | 300 |
[how the worst max path moves through the flow]
stage / start / to
after CTS: DUT.data_ind[0] / DUT.data[1]
after global routing: DUT.data_ind[0] / DUT.data[2]
final: DUT.data_ind[0] / DUT.data[1]
[area by class of cell]
class | count | area (um^2)
clock buffer | 3 | 41.3
fill | 902 | 6540
sequential | 26 | 520
clock inverter | 1 | 30.0
multi-input combinational | 163 | 890
tap | 105 | 131
inverter | 8 | 30.0
timing repair buffer | 12 | 113
[cells by family after synthesis]
logic type | Yosys count | synth area share, %
buf+inv | 75 | 29.7
simple gates | 65 | 20.2
flops | 26 | 30.6
compound gates | 25 | 9.64
fa+ha+maj | 8 | 5.89
xor+xnor | 6 | 3.09
other cells | 1 | 0.221
mux | 1 | 0.662
[flip-flops by register name (all words and copies together) (netlist names)]
register	count
DUT.error	1
DUT.state	2
DUT.data_ind	3
DUT.data	5
DUT.cycle_cnt	8
led	6
DUT.data_valid	1
[power groups by stage]
stage / registers (mW) / logic [mW] / clock network [mW]
5_1_grt: 0.447 / 0.0574 / 0.387
6_report: 0.446 / 0.0466 / 0.361
4_1_cts: 0.446 / 0.0502 / 0.372
Power is estimated from default activity; no workload was simulated.
